## design/flow/config.mk

```make
export PLATFORM = sky130hd
export DESIGN_NAME = lc4_alu
export DESIGN_NICKNAME = lc4_alu
export VERILOG_FILES = /design/flow/design.v
export SDC_FILE = /design/flow/constraint.sdc
export NUM_CORES = 4
export LEC_CHECK = 1
export CORE_UTILIZATION = 50
```

## design/flow/constraint.sdc

```tcl
current_design lc4_alu

set clk_period 104.2
set clk_io_pct 0.2

create_clock -name clk0 -period $clk_period

set non_clock_inputs [all_inputs -no_clocks]
set_input_delay [expr $clk_period * $clk_io_pct] -clock clk0 $non_clock_inputs
set_output_delay [expr $clk_period * $clk_io_pct] -clock clk0 [all_outputs]
```

## design/flow/design.v

```verilog
`timescale 1ns / 1ps
`default_nettype none
module lc4_divider(input  wire [15:0] i_dividend,
                   input  wire [15:0] i_divisor,
                   output wire [15:0] o_remainder,
                   output wire [15:0] o_quotient);
      wire [15:0] dividend1;  
      wire [15:0] remainder1;
      wire [15:0] quotient1;
      lc4_divider_one_iter m1(.i_dividend(i_dividend), .i_divisor(i_divisor), .i_remainder(16'b0), 
                        .i_quotient(16'b0), .o_dividend(dividend1), .o_remainder(remainder1), .o_quotient(quotient1));
      wire [15:0] dividend2;
      wire [15:0] remainder2;
      wire [15:0] quotient2;
      lc4_divider_one_iter m2(.i_dividend(dividend1), .i_divisor(i_divisor), .i_remainder(remainder1), 
                        .i_quotient(quotient1), .o_dividend(dividend2), .o_remainder(remainder2), .o_quotient(quotient2));
      wire [15:0] dividend3;
      wire [15:0] remainder3;
      wire [15:0] quotient3;
      lc4_divider_one_iter m3(.i_dividend(dividend2), .i_divisor(i_divisor), .i_remainder(remainder2), 
                        .i_quotient(quotient2), .o_dividend(dividend3), .o_remainder(remainder3), .o_quotient(quotient3));
      wire [15:0] dividend4;
      wire [15:0] remainder4;
      wire [15:0] quotient4;
      lc4_divider_one_iter m4(.i_dividend(dividend3), .i_divisor(i_divisor), .i_remainder(remainder3), 
                        .i_quotient(quotient3), .o_dividend(dividend4), .o_remainder(remainder4), .o_quotient(quotient4));
      wire [15:0] dividend5;
      wire [15:0] remainder5;
      wire [15:0] quotient5;
      lc4_divider_one_iter m5(.i_dividend(dividend4), .i_divisor(i_divisor), .i_remainder(remainder4), 
                        .i_quotient(quotient4), .o_dividend(dividend5), .o_remainder(remainder5), .o_quotient(quotient5));
      wire [15:0] dividend6;
      wire [15:0] remainder6;
      wire [15:0] quotient6;
      lc4_divider_one_iter m6(.i_dividend(dividend5), .i_divisor(i_divisor), .i_remainder(remainder5), 
                        .i_quotient(quotient5), .o_dividend(dividend6), .o_remainder(remainder6), .o_quotient(quotient6));
      wire [15:0] dividend7;
      wire [15:0] remainder7;
      wire [15:0] quotient7;
      lc4_divider_one_iter m7(.i_dividend(dividend6), .i_divisor(i_divisor), .i_remainder(remainder6), 
                        .i_quotient(quotient6), .o_dividend(dividend7), .o_remainder(remainder7), .o_quotient(quotient7));
      wire [15:0] dividend8;
      wire [15:0] remainder8;
      wire [15:0] quotient8;
      lc4_divider_one_iter m8(.i_dividend(dividend7), .i_divisor(i_divisor), .i_remainder(remainder7), 
                        .i_quotient(quotient7), .o_dividend(dividend8), .o_remainder(remainder8), .o_quotient(quotient8));
      wire [15:0] dividend9;
      wire [15:0] remainder9;
      wire [15:0] quotient9;
      lc4_divider_one_iter m9(.i_dividend(dividend8), .i_divisor(i_divisor), .i_remainder(remainder8), 
                        .i_quotient(quotient8), .o_dividend(dividend9), .o_remainder(remainder9), .o_quotient(quotient9));
      wire [15:0] dividend10;
      wire [15:0] remainder10;
      wire [15:0] quotient10;
      lc4_divider_one_iter m10(.i_dividend(dividend9), .i_divisor(i_divisor), .i_remainder(remainder9), 
                        .i_quotient(quotient9), .o_dividend(dividend10), .o_remainder(remainder10), .o_quotient(quotient10));
      wire [15:0] dividend11;
      wire [15:0] remainder11;
      wire [15:0] quotient11;
      lc4_divider_one_iter m11(.i_dividend(dividend10), .i_divisor(i_divisor), .i_remainder(remainder10), 
                        .i_quotient(quotient10), .o_dividend(dividend11), .o_remainder(remainder11), .o_quotient(quotient11));
      wire [15:0] dividend12;
      wire [15:0] remainder12;
      wire [15:0] quotient12;
      lc4_divider_one_iter m12(.i_dividend(dividend11), .i_divisor(i_divisor), .i_remainder(remainder11), 
                        .i_quotient(quotient11), .o_dividend(dividend12), .o_remainder(remainder12), .o_quotient(quotient12));
      wire [15:0] dividend13;
      wire [15:0] remainder13;
      wire [15:0] quotient13;
      lc4_divider_one_iter m13(.i_dividend(dividend12), .i_divisor(i_divisor), .i_remainder(remainder12), 
                        .i_quotient(quotient12), .o_dividend(dividend13), .o_remainder(remainder13), .o_quotient(quotient13));
      wire [15:0] dividend14;
      wire [15:0] remainder14;
      wire [15:0] quotient14;
      lc4_divider_one_iter m14(.i_dividend(dividend13), .i_divisor(i_divisor), .i_remainder(remainder13), 
                        .i_quotient(quotient13), .o_dividend(dividend14), .o_remainder(remainder14), .o_quotient(quotient14));
      wire [15:0] dividend15;
      wire [15:0] remainder15;
      wire [15:0] quotient15;
      lc4_divider_one_iter m15(.i_dividend(dividend14), .i_divisor(i_divisor), .i_remainder(remainder14), 
                        .i_quotient(quotient14), .o_dividend(dividend15), .o_remainder(remainder15), .o_quotient(quotient15));
      wire [15:0] remainder16;
      wire [15:0] quotient16;
      lc4_divider_one_iter m16(.i_dividend(dividend15), .i_divisor(i_divisor), .i_remainder(remainder15), 
                        .i_quotient(quotient15), .o_dividend(), .o_remainder(remainder16), .o_quotient(quotient16));
      assign o_remainder = (i_divisor == 0) ? 16'b0 : remainder16;
      assign o_quotient = (i_divisor == 0) ? 16'b0 : quotient16;
endmodule  
module lc4_divider_one_iter(input  wire [15:0] i_dividend,
                            input  wire [15:0] i_divisor,
                            input  wire [15:0] i_remainder,
                            input  wire [15:0] i_quotient,
                            output wire [15:0] o_dividend,
                            output wire [15:0] o_remainder,
                            output wire [15:0] o_quotient);
      wire [15:0] firstRUpdate;
      assign firstRUpdate = (i_remainder << 1) | ((i_dividend >> 15) & 16'b1);
      assign o_dividend = i_dividend << 1;
      wire sel;
      assign sel = firstRUpdate < i_divisor;
      assign o_quotient = sel ? (i_quotient << 1) : (i_quotient << 1 | 16'b1);
      assign o_remainder = sel ? firstRUpdate : firstRUpdate - i_divisor;
endmodule
`timescale 1ns / 1ps
`default_nettype none
module lc4_alu(input  wire [15:0] i_insn,
               input wire [15:0]  i_pc,
               input wire [15:0]  i_r1data,
               input wire [15:0]  i_r2data,
               output wire [15:0] o_result);
      wire cin;
      assign cin = ((i_insn[15:12] == 4'b0001 & i_insn[5:3] == 3'b010) | i_insn[15:11]== 5'b11001 | i_insn[15:12] == 4'b0000);
      wire [15:0] a;
      assign a = (i_insn[15:12] == 4'b0001 | i_insn[15:12] == 4'b0110 | i_insn[15:12] == 4'b0111) ? i_r1data : i_pc;
      wire [15:0] m0;
      assign m0 = (i_insn[15:13] == 3'b011) ? ({{10{i_insn[5]}}, i_insn[5:0]}) : {{11{i_insn[4]}}, i_insn[4:0]};
      wire [15:0] m1;
      assign m1 = (i_insn[15:11] == 5'b11001) ? {{5{i_insn[10]}}, i_insn[10:0]} : m0;
      wire [15:0] zerowire;
      assign zerowire = 16'b0000000000000000;
      wire [15:0] m2;
      assign m2 = (i_insn[15:9] == 7'b0) ? zerowire : m1;
      wire [15:0] m3;
      assign m3 = (i_insn[15:12] == 4'b0) ? {{7{i_insn[8]}}, i_insn[8:0]} : m2;
      wire [15:0] m4;
      assign m4 = (i_insn[5:3] == 3'b010) ? ~i_r2data : i_r2data;
      wire [15:0] b;
      assign b = (i_insn[15:12] == 4'b0001 & i_insn[5] == 1'b0) ? m4 : m3;
      wire [15:0] cla_out;
      cla16 cla(.a(a), .b(b), .cin(cin), .sum(cla_out));
      wire [15:0] l1;
      assign l1 = (i_insn[4]) ? (i_r1data | i_r2data) : (i_r1data & i_r2data);
      wire [15:0] l2;
      assign l2 = (i_insn[4]) ? (i_r1data ^ i_r2data) : ~i_r1data;
      wire [15:0] l3;
      assign l3 = (i_insn[3]) ? l2 : l1;
      wire [15:0] logic_out;
      assign logic_out = (i_insn[5]) ? (i_r1data & {{11{i_insn[4]}}, i_insn[4:0]}) : l3;
      wire [15:0] c1;
      assign c1 = (i_insn[8:7]== 2'b00 & $signed(i_r1data) < $signed(i_r2data)) | 
                  (i_insn[8:7] == 2'b01  & (i_r1data < i_r2data)) |
                  (i_insn[8:7]== 2'b10 & $signed(i_r1data) < $signed(i_insn[6:0])) |
                  (i_insn[8:7]== 2'b11 & i_r1data < i_insn[6:0]) ? 16'b1111111111111111 : 16'b1;
      wire [15:0] cmp_out;   
      assign cmp_out = ((i_insn[8] == 0 & i_r1data == i_r2data) | (i_insn[8:7] == 2'b10 & i_r1data == {{9{i_insn[6]}}, i_insn[6:0]}) |
                        (i_insn[8:7] == 2'b11 & i_r1data == i_insn[6:0])) ? 16'b0 : c1;
      wire [15:0] qout;
      wire [15:0] rout;
      lc4_divider lc4(.i_dividend(i_r1data), .i_divisor(i_r2data), .o_remainder(rout), .o_quotient(qout));
      wire [15:0] shift_out;
      mux4to1 mux4(.S1(i_insn[5]), .S2(i_insn[4]), .A(rout), .B($signed(i_r1data) >>> i_insn[3:0]), .C(i_r1data >> i_insn[3:0]), 
                  .D(i_r1data << i_insn[3:0]), .Out(shift_out));
      wire [15:0] a1;
      assign a1 = (i_insn[5:3] == 3'b011) ? qout : cla_out;
      wire [15:0] arith;
      assign arith = (i_insn[5:3] == 3'b001) ? (i_r1data * i_r2data) : a1;
      wire [15:0] jsr;
      assign jsr = (i_insn[11]) ? ((i_pc & 16'h8000) | i_insn[10:0] << 4) : i_r1data;
      wire [15:0] jmp;
      assign jmp = (i_insn[11]) ? cla_out : i_r1data;
      mux16to1 mux16(.S1(i_insn[15]), .S2(i_insn[14]), .S3(i_insn[13]), .S4(i_insn[12]), 
                     .A(16'h8000 | i_insn[7:0]), .B(cla_out), .C(16'b0), .D(16'b0),
                     .E((i_r1data & 16'hFF) | (i_insn[7:0] << 8)), .F(logic_out), .G({{7{i_insn[8]}}, i_insn[8:0]}), .H(arith),
                     .I(cla_out), .J(cla_out), .K(shift_out), .L(cmp_out),
                     .M(jmp), .N(jsr), .O(i_r1data), .P(cla_out), .Out(o_result)); 
endmodule
module mux2to1(input wire S,
            input wire [15:0] A,
            input wire [15:0] B,
            output wire [15:0] Out);
      assign Out = S ? A : B;
endmodule
module mux4to1(input wire S1,
            input wire S2,
            input wire [15:0] A,
            input wire [15:0] B,
            input wire [15:0] C,
            input wire [15:0] D,
            output wire [15:0] Out);
      wire [15:0] mux1out;
      wire [15:0] mux2out;
      mux2to1 m1(.S(S1), .A(A), .B(B), .Out(mux1out));
      mux2to1 m2(.S(S1), .A(C), .B(D), .Out(mux2out));
      mux2to1 m3(.S(S2), .A(mux1out), .B(mux2out), .Out(Out));
endmodule
module mux8to1(input wire S1,
            input wire S2,
            input wire S3,
            input wire [15:0] A,
            input wire [15:0] B,
            input wire [15:0] C,
            input wire [15:0] D,
            input wire [15:0] E,
            input wire [15:0] F,
            input wire [15:0] G,
            input wire [15:0] H,
            output wire [15:0] Out);
      wire [15:0] mux1out;
      wire [15:0] mux2out;
      mux4to1 m1(.S1(S1), .S2(S2), .A(A), .B(B), .C(C), .D(D), .Out(mux1out));
      mux4to1 m2(.S1(S1), .S2(S2), .A(E), .B(F), .C(G), .D(H), .Out(mux2out));
      mux2to1 m3(.S(S3), .A(mux1out), .B(mux2out), .Out(Out));
endmodule
module mux16to1(input wire S1,
            input wire S2,
            input wire S3,
            input wire S4,
            input wire [15:0] A,
            input wire [15:0] B,
            input wire [15:0] C,
            input wire [15:0] D,
            input wire [15:0] E,
            input wire [15:0] F,
            input wire [15:0] G,
            input wire [15:0] H,
            input wire [15:0] I,
            input wire [15:0] J,
            input wire [15:0] K,
            input wire [15:0] L,
            input wire [15:0] M,
            input wire [15:0] N,
            input wire [15:0] O,
            input wire [15:0] P,
            output wire [15:0] Out);
      wire [15:0] mux1out;
      wire [15:0] mux2out;
      mux8to1 m1(.S1(S1), .S2(S2), .S3(S3), .A(A), .B(B), .C(C), .D(D), .E(E), .F(F), .G(G), .H(H), .Out(mux1out));
      mux8to1 m2(.S1(S1), .S2(S2), .S3(S3), .A(I), .B(J), .C(K), .D(L), .E(M), .F(N), .G(O), .H(P), .Out(mux2out));
      mux2to1 m3(.S(S4), .A(mux1out), .B(mux2out), .Out(Out));
endmodule
`timescale 1ns / 1ps
`default_nettype none
module gp1(input wire a, b,
           output wire g, p);
   assign g = a & b;
   assign p = a | b;
endmodule
module gp4(input wire [3:0] gin, 
           input wire [3:0] pin,
           input wire cin,
           output wire gout,
           output wire pout,
           output wire [2:0] cout);
    assign cout[0] = gin[0] | (pin[0] & cin);  
    assign cout[1] = gin[1] | (pin[1] & gin[0]) | (pin[1] & pin[0] & cin);  
    assign cout[2] = gin[2] | (pin[2] & gin[1]) | (pin[2] & pin[1] & gin[0]) | (pin[2] & pin[1] & pin[0] & cin);  
    assign pout = (& pin);
    assign gout = gin[3] | (pin[3] & gin[2]) | (pin[3] & pin[2] & gin[1]) | (pin[3] & pin[2] & pin[1] & gin[0]);
endmodule
module cla16
  (input wire [15:0]  a, b,
   input wire         cin,
   output wire [15:0] sum);
  wire [15:0] ginit;
  wire [15:0] pinit;
  wire [15:0] cbus;
  wire gout40;
  wire pout40;
  wire gout41;
  wire pout41;
  wire gout42;
  wire pout42;
  wire gout43;
  wire pout43;
  genvar i;
  for (i = 0; i < 16; i = i+1) begin
    gp1 g(.a(a[i]), .b(b[i]), .g(ginit[i]), .p(pinit[i]));
  end
  assign cbus[0] = cin;
  gp4 gp40(.gin(ginit[3:0]), .pin(pinit[3:0]), .cin(cin), .gout(gout40), .pout(pout40), .cout(cbus[3:1]));
  assign cbus[4] = gout40 | (pout40 & cin);
  gp4 gp41(.gin(ginit[7:4]), .pin(pinit[7:4]), .cin(cbus[4]), .gout(gout41), .pout(pout41), .cout(cbus[7:5]));
  assign cbus[8] = (cin & pout40 & pout41) | (gout40 & pout41) | gout41;
  gp4 gp42(.gin(ginit[11:8]), .pin(pinit[11:8]), .cin(cbus[8]), .gout(gout42), .pout(pout42), .cout(cbus[11:9]));
  assign cbus[12] = (cin & pout40 & pout41 & pout42) | (gout40 & pout41 & pout42) | (gout41 & pout42) | gout42;
  gp4 gp43(.gin(ginit[15:12]), .pin(pinit[15:12]), .cin(cbus[12]), .gout(gout43), .pout(pout43), .cout(cbus[15:13]));
  genvar j;
  for (j = 0; j < 16; j = j + 1) begin
    assign sum[j] = (a[j] ^ b[j]) ^ cbus[j];
  end
endmodule
module gpn
  #(parameter N = 4)
  (input wire [N-1:0] gin, pin,
   input wire  cin,
   output wire gout, pout,
   output wire [N-2:0] cout);
endmodule
```

## design/flow/run.sh

```bash
#!/bin/bash
# OpenROAD 26Q1-2900-gdf79404cd8, Yosys 0.63+post, stock flow scripts
make -C /OpenROAD-flow-scripts/flow DESIGN_CONFIG=/design/flow/config.mk WORK_HOME=/design/flow/orfs finish
```

==> notes.md <==
Results of the full flow below.

Run status:
- The flow ran to the end, and the final reports show no timing, DRC or antenna violations.

CTS:
- Post-CTS repair ended up resizing 0 cells.
- The run gives the hold buffer count at CTS as 0.
- The run gives the buffers inserted during post-CTS setup optimization as 0.

Global route:
- The initial antenna violation count was 3.
- Entering global routing, the biggest net connects 61 pins.
- The run puts the via count of the first global-routing pass at 25,400.
- The run gives the total global-route track usage as 0.432.
- The run puts the global-route congestion overflow total at 0.
- The run puts the wire length of the first global-routing pass at 158 mm.

Finish:
- The run puts the share of the core filled with cells at 0.540.
- After routing the design area is 0.0258 mm^2.
- The run gives the number of flip-flops and latches as 0.
- Per the final layout report, the fraction of cells sized above drive strength 1 comes to 0.0628.
- The run gives the area added between synthesis and finish as 6.54%.
- Fill cells in the final layout number 4,565.
- The run puts the area occupied by registers at 0 um^2.
- Clock buffers in the final layout number 0.

Placement:
- The run puts the worst slack after detailed placement at 25.35 ns.
- The run gives the number of buffer cells added on primary ports as 80.
- The run gives the detailed placer's ending HPWL as 79.4 mm.
- Summing all placed instances gives a cell area of 0.0258 mm^2.
- The placement summary gives the final routability congestion estimate as 1.13.

Worst hold path:
- STA reports the tightest min-delay check as being of type input pin to primary output.

Synth:
- Per the synthesis report, the AND-OR/OR-AND share of the synthesized area is 0.313.
- The run gives the simple logic cell fraction of the synthesized area as 0.201.
- The synthesized instance count is 3,473.
- The run gives the number of unique standard cell types used by synthesis as 100.
- The run puts the xor/xnor cell area share of the yosys netlist at 0.0802.
- The run puts the synthesized-area fraction occupied by adder cells at 0.285.
- Averaged over all synthesized cells, the footprint is 6.98 um^2.
- For reference, the mux area share after synthesis is 0.0515.
- The share of the Yosys chip area taken by registers is 0.
- The run puts the count of instantiated cells in the yosys netlist at 3,473.
- The synthesized netlist occupies a cell area of 0.0243 mm^2.
- Yosys shows that the main logic family after synthesis is AND-OR/OR-AND gates.
- For this run, the number of Yosys warnings is 0.
- According to the Yosys statistics, the synthesized design has a chip area of 0.0243 mm^2.

Power and ir drop:
- In this run the VDD rail shows a maximum IR drop of 0.00259 V.
- The run puts the total internal power at 18,400 uW.
- The run gives the net switching component of the power as 27,800 uW.
- The leakage component of the power was reported as 0.0118 uW.
- The run puts the switching power share of the total at 0.602.
- The run gives the power density relative to cell area as 1790 mW/mm^2.

Floorplan:
- The run gives the number of placed I/O pins as 80.
- The run puts the die extent in y at 222 um.
- Per the OpenROAD floorplan log, the area of the core is 0.0478 mm^2.
- Per the OpenROAD floorplan log, the area of the die is 0.0494 mm^2.
- After floorplanning, the core was divided into 80 placement rows.
- The run gives the die extent in x as 222 um.
- The run gives the initial cell density of the core as 0.507.

Route:
- The run gives the remaining antenna violation count after routing as 0.
- The run puts the total detailed-routing wirelength at 105 mm.
- Per the detail_route report, routed wire per instance is 25.7 um.
- The run puts the number of remaining DRC errors at 0.
- The routed design shows a via density per instance of 6.61.
- Before antenna repair, the detailed router went through 6 iterations.
- The run puts the violation count after the first detailed-route iteration at 2,614.
- The run puts the vias after detailed routing at 27,100.

Critical path:
- The run gives the end point of the critical path as o_result[15].
- In the setup report, the worst path falls into the class input pin to primary output.
- The run gives the most used cell along the critical path as o21ai_0.
- For this run, the slowest stage of the critical path takes 0.83 ns.
- The report shows a maximum critical-path fanout of 23.
- The slowest stage of the critical path is the nor2_1 cell.
- OpenSTA lists the critical path startpoint as i_r1data[15].
- The run puts the data arrival time at the worst-slack endpoint at 58.95 ns.
- STA classifies the critical path endpoint as a primary output.
- The run gives the critical path data required time as 83.36 ns.
- The worst setup path is launched from an input pin.

Timing:
- The run puts the worst relative slew slack at 0.305.
- The run puts the time the worst path needs with I/O delays and setup at 79.79 ns.
- The run gives the actual slew at the worst max-slew pin as 1.04 ns.
- After layout, the worst setup slack is 24.41 ns.
- The run gives the portion of the clock cycle consumed by the worst path in the final layout as 0.766.
- Counting endpoints that fail hold in the final report gives 0.
- Setup repair after global routing left no endpoint under its margin.
- The run puts the number of setup violations in the final report at 0.
- The run gives the maximum clock rate as 0.0125 GHz.
- The final layout reports a setup TNS of 0 ns.
- For reference, the final report shows the max-slew violation count at 0.

Run:
- The number of maximum-capacitance violations recorded for the run is 0.
- The run puts the count of tool warnings at 104.
-- placed cells by master, fill, tap and decap left out, drive strengths merged, types with 50 or more instances in the layout --
cell type / synthesis / routed
a211oi: 59 / 59
a21o: 80 / 80
a21oi: 260 / 260
a31oi: 55 / 55
buf: 32 / 88
clkdlybuf4s50: 0 / 74
fa: 99 / 99
ha: 395 / 395
inv: 275 / 276
mux2: 50 / 50
nand2: 385 / 385
nand3: 55 / 55
nor2: 316 / 316
nor3: 80 / 80
o21a: 66 / 66
o21ai: 264 / 264
xnor2: 141 / 141
xor2: 81 / 81
-- final cells by class --
cell class | count | area [um^2] | area share
Inverter | 284 | 1070 | 0.0413
Timing Repair Buffer | 162 | 1390 | 0.0536
Multi-Input combinational cell | 3042 | 22600 | 0.875
Antenna cell | 2 | 5.00 | 0.000194
Tap cell | 615 | 769 | 0.0298
-- cell usage after synthesis, drive strengths merged, types with 66 or more instances --
cell	number	area, um^2
a21o	80	601
a21oi	260	1310
clkbuf	121	454
fa	99	1980
ha	395	4940
inv	275	1030
nand2	385	1450
nor2	316	1190
nor3	80	400
o21a	66	495
o21ai	264	1330
xnor2	141	1230
xor2	81	709
-- worst min-delay path by stage --
stage / from / to / slack, ns / depth (start not counted)
6_report: i_insn[14] / o_result[5] / 42.99 / 6
5_1_grt: i_insn[14] / o_result[9] / 43.02 / 5
4_1_cts: i_insn[14] / o_result[9] / 42.95 / 5
-- stage by stage --
step | power, uW | instances | hold slack [ns]
2_1_floorplan | 40900 | 3479 | 41.88
3_3_place_gp | 45400 | 4103 | 42.95
3_5_place_dp | 45900 | 4103 | 42.94
4_1_cts | 46000 | 4103 | 42.95
5_1_grt | 48900 | 4103 | 43.02
6_report | 46200 | 4105 | 42.99
-- power groups by stage --
stage / Clock, uW / Sequential (uW) / Combinational (uW)
CTS: 0 / 0 / 46000
global route: 0 / 0 / 48900
-- cell families after synthesis --
logic type,count (synthesis)
mux,107
other cells,1
fa+ha+maj,494
compound gates,1145
xor+xnor,222
simple gates,1067
buf+inv,437
-- worst max-delay path, delay by kind of cell --
family	cells	cell delay, ns
AOI/OAI and AO/OA	74	20.79
adders and majority gates	17	5.98
buffers and inverters	12	3.02
muxes	2	0.49
and+or+nand+nor	30	7.73
-- metal layers --
metal,vias to the layer above,global-route usage,share of wire
met5,-,0.00196,0.00028
met4,4,0.250,0.071
met3,378,0.106,0.11
met2,1518,0.643,0.42
met1,12600,0.572,0.40
li1,12600,-,-
Power is estimated from default activity; no workload was simulated.
